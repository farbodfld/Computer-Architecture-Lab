$ cat ./config.mk
export PLATFORM = sky130hd
export DESIGN_NAME = Multiplier_Module
export DESIGN_NICKNAME = Multiplier_Module
export VERILOG_FILES = /design/flow/design.v
export SDC_FILE = /design/flow/constraint.sdc
export NUM_CORES = 4
export LEC_CHECK = 1
export CORE_UTILIZATION = 50
$ cat ./constraint.sdc
current_design Multiplier_Module

set clk_period 14.6
set clk_io_pct 0.2

create_clock -name clk0 -period $clk_period [get_ports {clk}]

set non_clock_inputs [all_inputs -no_clocks]
set_input_delay [expr $clk_period * $clk_io_pct] -clock clk0 $non_clock_inputs
set_output_delay [expr $clk_period * $clk_io_pct] -clock clk0 [all_outputs]
$ cat ./design.v
`timescale 1ns / 1ps
module ALU
	#(parameter N=32)
	(
		input [2*N-1:0] A,B,
		output [2*N-1:0] out
    );
	 assign out = A + B;
endmodule
`timescale 1ns / 1ps
module Multiplicand
	#(parameter N=32)
	(
		input [2*N-1:0] multiplicand,
		input clk, clear,
		output [2*N-1:0] updated_multiplicand
	);
	reg [2*N-1:0] new_multiplicand;
	always @(posedge clk) begin
		if (clear)
			new_multiplicand <= multiplicand;
		else
			new_multiplicand <= new_multiplicand << 1;
	end
	assign updated_multiplicand = new_multiplicand;
endmodule
`timescale 1ns / 1ps
module Multiplier
	#(parameter N=32)
	(
		input [N-1:0] multiplier,
		input clk, clear,
		output [N-1:0] updated_multiplier
	);
	reg [N-1:0] new_multiplier;
	always @(posedge clk) begin
		if (clear)
			new_multiplier <= multiplier;
		else
			new_multiplier <= new_multiplier >> 1;
	end
	assign updated_multiplier = new_multiplier;
endmodule
`timescale 1ns / 1ps
module Multiplier_Module
	#(parameter N=32)
	(
		input [N-1:0] multiplicand,multiplier,
		input clk,clear,
		output [2*N-1:0] out
    );
	 wire [2*N-1:0] updated_multiplicand,sum,updated_product;
	 wire [N-1:0] updated_multiplier;
	 Multiplicand #(N) mltplc({32'b0,multiplicand},clk,clear,updated_multiplicand);
	 Multiplier #(N) multpli(multiplier,clk,clear,updated_multiplier);
	 ALU #(N) alu(updated_multiplicand,updated_product,sum);
	 wire write;
	 assign write = updated_multiplier[0];
	 Product #(N) prd(sum,clk,write,clear,updated_product);
	 assign out = updated_product;
endmodule
`timescale 1ns / 1ps
module Product
	#(parameter N=32)
	(
		input [2*N-1:0] sum,
		input clk,write,clear,
		output [2*N-1:0] product
    );
	 reg [2*N-1:0] new_product;
	 always @ (posedge clk) begin
		if (clear)
			new_product <= 0;
		else if (write)
			new_product <= sum;
	 end
	 assign product = new_product;
endmodule
$ cat ./run.sh
#!/bin/bash
# OpenROAD 26Q1-2900-gdf79404cd8, Yosys 0.63+post, stock flow scripts
make -C /OpenROAD-flow-scripts/flow DESIGN_CONFIG=/design/flow/config.mk WORK_HOME=/design/flow/orfs finish
==> Changelog: implementation <==
## Implementation

* Cell count after synthesis at about 990
* Post-CTS Hold Buffers at 0
* Synth cell types at 73
* YS chip area at around 9000 sq um
* Worst setup SP type: primary input
* Die span in y at ~140 um
* Fillers at around 1500
* Yosys warnings at 3
* Rows at ~48
* Post-CTS resize count at 0
* Cell area after synthesis at 8980 sq um
* GRT overflow at 0
* Pre-CTS setup slack at 9.48 ns
* Period utilization at around a third
* Ys cells at a little under 1000
* Max-cap violation count at 0
* Slew Limit Fails at 0
* CP Capture Type: register
* TritonCTS clock tree: yes
* N_diodes at 0
* Total power at roughly 1.4 mW
* Pwr dens at 129 nW/um^2
* TritonCTS buffer count at 17
* Vias in the first global route at 7133
* Flop area at 3200 sq um
* Die area at approximately 18000 sq um
* Post-route minimum period at 4.63 ns
* Largest net degree at the start of global routing at 60
* Worst Tran Pin Value at approximately 0.77 ns
* OpenROAD warnings at 26
* Post-synth regs at ~160
* Avg Synthesized Cell Area at between 9 and 10 sq um
* Crit path buf inv count at 3
* Hold Crit Class: reg2reg
* First-pass GRT wire length at ~36000 um
* Final WS setup at 9.97 ns
* Clock skew at a little under 0.009 ns
* DR iter-0 viols at approximately 330
* DRC at 0
* Clock transition at the registers of the reported paths at 0.06 ns
* Synth Seq Share at roughly 36%
* Fmax at ~220 MHz
* Number of vias per cell at 5.56
* RSZ-0062 raised after global routing: false
* Final hold vios at 0
* Initial antenna violation count at 0
* Setup TNS at 0 ns
* Average wire per standard cell at about 16 um
* Worst path cell trace: buf_4 -> buf_4 -> buf_4 -> mux2_2
* Clock Tree Root: clkbuf_16
* CTS Sinks at roughly 160
* Flip-flops with a built-in enable at 0
* Drt pass-1 iters at 4
* Synth-to-layout area growth at 21.0%
* Remaining antenna violation count at 0
* Ratio of cells with drive above 1 in the final layout at a little over a tenth
* Core Area at around 17000 sq um
* CP dominant cell by count: buf_4
* Crit-path max FO at 59
* Via count at between 7000 and 8000
* Cell type with the largest total area: dfxtp_1
* Critical setup path kind: in2reg
* FFs w/ async S/R, synth at 0%
* Die Span X at approximately 140 um
* Share of the synthesized area in the top cell type at 35.7%
* IO Port Bufs at around 130
* Detailed Place HPWL at between 15000 and 20000 um
* Dominant cell by count in the synthesized netlist: dfxtp_1
* Max Root-Sink Buffers at 2
* Worst path slowest cell: buf_4
* RePlAce Congestion at about 0.9
* Critical path's largest stage delay at between 0.6 and 0.7 ns
* GRT Util Overall at between 20% and 30%
* Latency at later pin at between 0.4 and 0.5 ns
* Top cells, area: dfxtp_1 (36%), ha_1 (8.8%), mux2_2 (7.8%), a21oi_1 (5.0%), nand2_1 (3.3%)
* Logic area at ~5400 sq um
* Worst EP arrival at a little under 5 ns
* Boundary Pins at 130
* Final wirelength at 21000 um
* CTS H-Tree Depth at 4
* WHS at about 0.45 ns
* Setup Fix Bufs, Post-CTS at 0
* Status: finished clean
* Max transition margin at 48.9%
* Dominant Register Cell: dfxtp_1
* Static leakage at 4.52 nW
* Crit path max-delay family: buffers and inverters
* Worst path required time at between 10 and 15 ns
* Top cells by count: dfxtp_1 (160), a21oi_1 (89), nand2_1 (79), ha_1 (63), nor2_1 (63)
* Core Util at FP at 51.6%
* Peak supply drop at around 0.12 mV
* Endpoints failing setup at 0
==> final cells by class <==
cell class / instances / share of cell area, %
multi-input combinational: 756 / 49.6
sequential: 160 / 29.5
timing repair buffer: 135 / 12.3
clock buffer: 18 / 4.04
tap: 225 / 2.59
clock inverter: 14 / 1.32
inverter: 19 / 0.656
==> routing by layer <==
layer	routed length [um]	global-route usage (%)	vias up
met4	240	2.90	0
met1	10800	39.9	3390
met5	0	0	-
li1	-	-	3803
met3	1080	4.33	18
met2	8930	36.4	173
==> worst register-to-register path: stages (launching register included) <==
cell,delay (ns)
dfxtp_1,0.34
ha_1,0.24
fa_1,0.42
a21o_1,0.23
a31oi_1,0.31
nor3_1,0.13
o211ai_1,0.33
a21oi_1,0.20
a41oi_1,0.62
o31a_1,0.30
o2111ai_1,0.15
o211a_1,0.15
==> cell families after synthesis <==
| family | Yosys count | share of synthesized area (%) |
|---|---|---|
| mux | 92 | 11.2 |
| xor+xnor | 54 | 5.27 |
| simple gates | 269 | 14.7 |
| compound gates | 277 | 19.8 |
| buf+inv | 78 | 4.29 |
| fa+ha+maj | 64 | 9.00 |
| flops | 160 | 35.7 |
==> flip-flops by register name (all words and copies together), names as in the netlist <==
signal	flops
multpli.new_multiplier	32
prd.new_product	64
mltplc.new_multiplicand	64
==> path summary, 6_finish.rpt <==
path,startpoint,end,slack (ns),cells past startpoint
min,multpli.new_multiplier[15]$_DFF_P_,multpli.new_multiplier[14]$_DFF_P_,0.45,1
max,clear,mltplc.new_multiplicand[24]$_DFF_P_,9.97,4
max reg2reg,prd.new_product[0]$_SDFFE_PP0P_,prd.new_product[62]$_SDFFE_PP0P_,11.09,11
min reg2reg,multpli.new_multiplier[15]$_DFF_P_,multpli.new_multiplier[14]$_DFF_P_,0.45,1
==> per-stage QoR <==
step                util, %  cells  cell area [sq um]
finish                 62.4   1327              10900
global route           62.4   1327              10900
CTS                    62.4   1327              10900
detailed placement     59.0   1295              10300
global placement       59.0   1295              10300
floorplan                 -    994               8980
==> layout by cell type, fill, tap and decap left out, drive strengths merged, types with 9 or more instances in the layout <==
cell / netlist / routed
a211oi: 9 / 9
nand3: 14 / 14
nand2: 79 / 79
nand4: 25 / 25
clkbuf: 43 / 18
a21o: 32 / 32
ha: 63 / 63
o21ai: 58 / 58
o21bai: 18 / 18
mux2: 63 / 63
nor3: 12 / 12
a21oi: 91 / 91
dfxtp: 160 / 160
nor2: 63 / 63
clkdlybuf4s50: 0 / 128
nor2b: 35 / 35
inv: 19 / 27
mux2i: 29 / 29
xnor2: 32 / 32
xor2: 22 / 22
==> report_power, final <==
part	internal (mW)	leakage, nW	switching, mW	total (mW)
logic	0.214	2.92	0.226	0.440
clock network	0.245	0.280	0.196	0.441
registers	0.484	1.32	0.0333	0.517
total	0.944	4.52	0.455	1.40
Power and IR drop assume default switching activity.
