**flow/config.mk**
```make
export PLATFORM = sky130hd
export DESIGN_NAME = ripple_adder
export DESIGN_NICKNAME = ripple_adder
export VERILOG_FILES = /design/flow/design.v
export SDC_FILE = /design/flow/constraint.sdc
export NUM_CORES = 4
export LEC_CHECK = 1
export CORE_AREA = 10 10 70 70
export DIE_AREA = 0 0 80 80
```
**flow/constraint.sdc**
```tcl
current_design ripple_adder

set clk_period 2.9
set clk_io_pct 0.2

create_clock -name clk0 -period $clk_period

set non_clock_inputs [all_inputs -no_clocks]
set_input_delay [expr $clk_period * $clk_io_pct] -clock clk0 $non_clock_inputs
set_output_delay [expr $clk_period * $clk_io_pct] -clock clk0 [all_outputs]
```
**flow/design.v**
```verilog
`timescale 1ns / 1ps
module ripple_adder(
    input [3:0] a,
    input [3:0] b,
    input cin,
    output [3:0] sum,
    output cout
    );
  wire [4:0] c;
  assign c[0] = cin;
  genvar i;
  generate
    for (i=0; i<4; i=i+1) 
			begin : foo
				assign sum[i] = a[i] ^ b[i] ^ c[i];
				assign c[i+1] = (a[i] & b[i]) | (a[i] & c[i]) | (b[i] & c[i]);
			end
  endgenerate
  assign cout = c[4];
endmodule
```
**flow/run.sh**
```bash
#!/bin/bash
# OpenROAD 26Q1-2900-gdf79404cd8, Yosys 0.63+post, stock flow scripts
make -C /OpenROAD-flow-scripts/flow DESIGN_CONFIG=/design/flow/config.mk WORK_HOME=/design/flow/orfs finish
```
==> ds_physical_params.txt <==
Summary of implementation characteristics

Parameter                              Value

Status
  Result of the run    completed

STA
  Worst hold slack    1.91 ns
  Count of final max-slew check failures    0
  Relative slew slack    93.3%
  Hold Fails Final Rpt    0
  Total negative slack for setup checks    0 ns
  Final worst-path cycle share    97.3%
  Highest attainable clock frequency    354 MHz
  Slew @ Worst Pin    0.0995 ns
  Period minus WS final    2.82 ns
  Setup-violating endpoint count in the final report    0
  RSZ-0062 raised after global routing    no

Power and ir drop
  Flop pwr share    0%
  P_leak    0.138 nW
  Int Power    0.0308 mW
  Part of the total power dissipated in the clock network    0%
  Worst ir drop on vdd    0.0000378 V
  Share of power burned in combinational logic    100.0%
  Total design power    0.0463 mW
  Net Sw Power    0.0154 mW
  Net switching share of the total power    33.3%
  Power Dens Cells    146 mW/mm^2

Synthesis
  Distinct cell type count after synthesis    2
  Chip Area, Yosys    118 sq um
  Average size of a mapped cell    8.40 sq um
  Cell count in the Yosys report    14
  Sequential share of the synthesized area    0%
  Area of the mapped netlist    118 sq um
  Post-Syn Instances    14
  Number of warnings printed during yosys synthesis    0

Min path
  Hold wc startpoint    cin
  Tightest Hold Check Type    input port to output port
  Hold-critical path depth    5
  Worst Hold Endpoint    sum[0]

Die
  Initial cell density of the core    3.44%
  Die area    0.00640 sq mm
  Core area    0.00342 sq mm
  Height of the die    80 um
  Row count    21
  IO Count    14
  Die width    80 um

Placement
  Global placer's final weighted congestion    0.770
  # placed instances    74
  Port bufs    14
  Post-DP Area    315 sq um
  Half-perimeter wire length of the detailed placement result    417 um

Final layout
  Cell area after layout    318 sq um
  Comb gate area    90.1 sq um
  Final cell count without fillers    74
  Flop count    0
  Fraction of layout instances using a drive strength above 1    50.0%
  Flip-flop and latch area    0 sq um
  Area overhead of the layout relative to synthesis    170%
  Fill cell instance count of the final layout    404
  Clock buffer count in the final layout    0

Critical path
  Critical Setup Path Class    input port to output port
  CP startpoint kind    input port
  CP Data Arrival Time    2.24 ns
  Crit-path max FO    1
  Crit end category    output port
  Required time at the endpoint of the critical path    2.32 ns

Global routing
  Pin count of the biggest net entering global routing    2
  Global-route usage over all layers    1.28%
  Overflow after GRT    0
  First-pass GRT wire length    662 um
  Via count of the first global-routing pass    139
  Initial antenna violation count    0

Routing
  Total wirelength of the detailed-routed design    417 um
  N_diodes    0
  Number of DRC violations after detailed routing    0
  Iteration-0 DRC count of the detailed router    0
  Via-per-instance ratio    1.69
  DRT Pass-1 Iters    1
  Avg WL per Cell    5.64 um
  Overall via count from detail_route    125
  Post-detailed-route count of antenna-violating nets    0

Job
  Max Cap Violations    0
  Number of warnings the tools reported    33

Clock network
  Count of buffers added by post-CTS timing repair for setup    0
[metal layers]
layer / vias to the layer above / global-route usage, % / wire [um]
met5: - / 0 / 0
met4: 0 / 0 / 0
met3: 0 / 0.682 / 91
met2: 13 / 1.52 / 114
met1: 52 / 2.00 / 210
li1: 60 / - / -
[cells in the final DEF (no fill, tap or decap)]
cell | synthesis | layout
sky130_fd_sc_hd__buf_2 | 0 | 2
sky130_fd_sc_hd__inv_1 | 10 | 4
sky130_fd_sc_hd__inv_4 | 0 | 2
sky130_fd_sc_hd__buf_6 | 0 | 2
sky130_fd_sc_hd__clkdlybuf4s50_1 | 0 | 6
sky130_fd_sc_hd__inv_2 | 0 | 4
sky130_fd_sc_hd__dlygate4sd2_1 | 0 | 4
sky130_fd_sc_hd__fa_2 | 0 | 4
[worst max-delay path, cell delays in order]
cell and delay, ns:
sky130_fd_sc_hd__buf_2 0.10, sky130_fd_sc_hd__inv_2 0.04, sky130_fd_sc_hd__fa_2 0.18, sky130_fd_sc_hd__inv_2 0.03, sky130_fd_sc_hd__fa_2 0.34, sky130_fd_sc_hd__fa_2 0.34, sky130_fd_sc_hd__inv_2 0.06, sky130_fd_sc_hd__fa_2 0.43
sky130_fd_sc_hd__inv_2 0.05, sky130_fd_sc_hd__buf_2 0.08
[cell usage after synthesis]
cell | count | share of area, %
sky130_fd_sc_hd__fa_1 | 4 | 68
sky130_fd_sc_hd__inv_1 | 10 | 32
[cell families (layout without fill, tap and decap cells)]
family | count (synthesis) | after routing | synth area share [%]
buf+inv | 10 | 24 | 31.9
fa+ha+maj | 4 | 4 | 68.1
[through the flow]
stage | utilization (%) | setup slack [ns]
after floorplan | - | 0.263
after global placement | 9.23 | -0.717
after detailed placement | 9.23 | -0.746
after CTS | 9.30 | -0.0140
after global routing | 9.30 | 0.00798
final | 9.30 | 0.0781
[worst max-delay path by stage]
stage | startpoint | endpoint | slack (ns) | cells after the start
4_1_cts | b[0] | sum[3] | -0.01 | 10
5_1_grt | b[0] | sum[3] | 0.008 | 10
6_report | b[0] | sum[3] | 0.08 | 10
[timing repair]
item	CTS	global route
endpoints found under the setup margin	4	1
hold endpoints to repair	0	0
hold buffers	0	0
resized	31	1
pin swaps	4	3
[area by class of cell]
type / instances / share of cell area [%]
Multi-Input combinational cell: 4 / 28.3
Timing Repair Buffer: 14 / 40.2
Tap cell: 46 / 18.1
Inverter: 10 / 13.4
[power by group through the flow]
stage	clock, mW	sequential [mW]	combinational [mW]
after CTS	0	0	0.0479
final	0	0	0.0463
after global routing	0	0	0.0526
No activity file was given, so power comes from the tool's default toggle rates.
