$ cat design/flow/design.v
`timescale 1ns / 1ps
module cla4_adder(
    input [3:0] a,
    input [3:0] b,
    input cin,
    output [3:0] sum,
    output cout
    );
	wire [4:0] c;
	assign c[0] = cin;
  genvar i;
  generate
    for (i=0; i<4;i=i+1) 
			begin : foo
				assign c[i+1] = (a[i] & b[i]) | ((a[i] | b[i]) & c[i]);	
				assign sum[i] = a[i] ^ b[i] ^ c[i];
			end
	endgenerate
	assign cout = c[4];
endmodule
$ cat design/flow/constraint.sdc
current_design cla4_adder

set clk_period 2.2
set clk_io_pct 0.2

create_clock -name clk0 -period $clk_period

set non_clock_inputs [all_inputs -no_clocks]
set_input_delay [expr $clk_period * $clk_io_pct] -clock clk0 $non_clock_inputs
set_output_delay [expr $clk_period * $clk_io_pct] -clock clk0 [all_outputs]
$ cat design/flow/config.mk
export PLATFORM = sky130hd
export DESIGN_NAME = cla4_adder
export DESIGN_NICKNAME = cla4_adder
export VERILOG_FILES = /design/flow/design.v
export SDC_FILE = /design/flow/constraint.sdc
export NUM_CORES = 4
export LEC_CHECK = 1
export CORE_AREA = 10 10 70 70
export DIE_AREA = 0 0 80 80
$ cat design/flow/run.sh
#!/bin/bash
# OpenROAD 26Q1-2900-gdf79404cd8, Yosys 0.63+post, stock flow scripts
make -C /OpenROAD-flow-scripts/flow DESIGN_CONFIG=/design/flow/config.mk WORK_HOME=/design/flow/orfs finish
==> impl_metrics.ini <==
; physical design summary
[die]
die_w_um = 80
fp.dieH_um = 80
die_area_mm2 = 0.006400
core_area_mm2 = 0.003416
rows = 21
ios = 14
core_util_floorplan_pct = 3.443

[synth]
ys.warnings.count = 0
yosys_cells = 14
syn-cell-area_um2 = 117.6
ys_chip_area_um2 = 117.6
syn_inst = 14
yosysUniqueCellTypes = 2
syn_avg_cell_area_um2 = 8.401
postSynthSeqShare_pct = 0

[setup_path]
critPathMaxStageDelay_ps = 400
cp.buffers_inverters = 6
critPathLaunchType = input port
timing.critical_path.max_delay_family = adder cells
crit_path_end_kind = output pin
worstSetupPathType = input port to output pin
cpMostUsedCell = fa_2
critical_path.max_fanout = 1
cp_cell_sequence = buf_6 -> inv_4 -> fa_2 -> inv_2 -> fa_2 -> fa_2 -> inv_2 -> fa_1 -> inv_1 -> buf_2
cp_data_arrival_time_ps = 2100
worst_path_max_delay_cell = fa_1
cp.required_ps = 1760

[sta]
hold_viol_final = 0
layout_setup_ws_ps = -344.2
slew_headroom_pct = 93.40
rsz0062_at_grt = yes
setup_viol = 2
max_freq_ghz = 0.3931
finalSetupTns_ps = -477.0
drv_slew = 0
min_period_ps = 2544
tightest_slew_ps = 98.65
period_used_pct = 115.6

[pwr]
leakage_nw = 0.1403
p_total_uw = 56.90
peakVddDrop_mv = 0.01434
power_per_cell_area_mw_per_mm2 = 181.9

[routing]
ant_nets = 0
antennaDiodeCount = 0
drc = 0
route.met3.wl_um = 40
routed_wl_um = 442
drt_iter0_markers = 0
wl_met1_um = 186
num_vias = 128
wl_met2_um = 216
highest_layer = met3
via_per_inst = 1.730
drt_pass1_iterations = 1
wl_per_cell_um = 5.973

[place]
port_buffers = 14
dp_hpwl_um = 447.7
dp_slack_ps = -1116
place_inst = 74
gp_congestion = 0.8360

[grt]
grt_pass1_vias = 133
antenna_found_initial = 0
grt_pass1_wl_um = 634
grt_overflow = 0
grt_max_degree = 2
grt_usage_pct = 1.231

[layout]
n_fill_cell = 409
final_cells = 74
final_util_pct = 9.158
layout-drive-gt1-share_pct = 50.00
areaGrowthSynthToFinish_pct = 166.0
flop_area_um2 = 0
flops = 0
nClkBuffers = 0

[min_path]
worstHoldPathType = input port to output pin
hold-path-endpoint = sum[1]
hp-start = b[1]
timing.hold.worst_path_depth = 3

[run_status]
violations = setup timing
status = finished with violations

[flow_run]
drv_cap = 0
log.warning_count = 35

[clock_tree]
post_cts_buffers = 0
ctsHoldBuffers = 0
-- stage by stage --
step / area [µm²] / hold slack [ps]
final: 312.8 / 1499
after floorplan: 122.6 / 1029
after detailed placement: 320.3 / 1966
after global routing: 312.8 / 1544
after global placement: 320.3 / 1956
after CTS: 310.3 / 1494
-- kinds of logic (layout without fill, tap and decap cells) --
family,Yosys count,count (layout),synth area share [%]
buf+inv,10,24,31.92
fa+ha+maj,4,4,68.09
-- per-layer routing --
layer,vias to the layer above,track usage (%)
li1,60,-
met4,0,0
met3,0,0.2273
met1,60,1.543
met5,-,0
met2,8,2.247
-- worst max-delay path by stage --
stage	startpoint	cells after the start	slack, ps	end
6_report	cin	10	-340	sum[3]
4_1_cts	cin	10	-440	sum[3]
5_1_grt	a[0]	10	-420	sum[3]
-- power breakdown --
group / switching [mW] / total, mW / internal (mW)
combinational: 0.0201 / 0.0569 / 0.0368
sequential: 0 / 0 / 0
clock: 0 / 0 / 0
total: 0.0201 / 0.0569 / 0.0368
-- synthesized netlist by cell type (all sizes together) --
master / n / area (µm²)
fa: 4 / 80.08
inv: 10 / 37.54
-- cells in the final DEF (no fill, tap or decap) --
cell type / synthesis / layout
buf_2: 0 / 3
buf_6: 0 / 3
clkdlybuf4s50_1: 0 / 5
dlygate4sd2_1: 0 / 3
fa_1: 4 / 1
fa_2: 0 / 3
inv_1: 10 / 5
inv_2: 0 / 3
inv_4: 0 / 2
-- cell type report --
| cell class | instances | area (µm²) | area share, % |
|---|---|---|---|
| multi-input combinational | 4 | 87.58 | 28.00 |
| tap | 46 | 57.56 | 18.40 |
| inverter | 10 | 42.54 | 13.60 |
| timing repair buffer | 14 | 125.1 | 40.00 |
-- tightest hold or removal path: cells and delay by family --
family | cells | cell delay [ps]
buffers and inverters | 2 | 420
adder cells (fa/ha/maj) | 1 | 200
-- repair_timing --
item | CTS | global route
endpoints found under the setup margin | 5 | 3
pin swaps | 4 | 4
gates resized | 31 | 1
No activity file was given, so power comes from the tool's default toggle rates.
